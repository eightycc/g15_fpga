[./design.v]
`timescale 1ns / 1ps
module ss (
    input  logic clk,
    input  logic rst,
    input  logic tick,
    input  logic t,
    output logic s
);
    parameter D = 10;    
    localparam W = $clog2(D);
    logic [W-1:0] ctr, next_ctr;
    always_ff @(posedge clk) begin
      if (rst) begin
        ctr <= D;
      end else begin
        if (tick) begin
            ctr <= t? D : next_ctr;
        end
      end
    end
    always_comb begin
      next_ctr = (ctr == 0)? 0 : ctr - 1;
      s = (ctr == 0)? 0 : 1;
    end
endmodule
[./run.sh]
#!/bin/bash
# OpenROAD 26Q1-2900-gdf79404cd8, Yosys 0.63+post, stock flow scripts
make -C /OpenROAD-flow-scripts/flow DESIGN_CONFIG=/design/flow/config.mk WORK_HOME=/design/flow/orfs finish
[./config.mk]
export PLATFORM = sky130hd
export DESIGN_NAME = ss
export DESIGN_NICKNAME = ss
export VERILOG_FILES = /design/flow/design.v
export SDC_FILE = /design/flow/constraint.sdc
export NUM_CORES = 4
export LEC_CHECK = 1
export CORE_AREA = 10 10 70 70
export DIE_AREA = 0 0 80 80
[./constraint.sdc]
current_design ss

set clk_period 2.3
set clk_io_pct 0.2

create_clock -name clk0 -period $clk_period [get_ports {clk}]

set non_clock_inputs [all_inputs -no_clocks]
set_input_delay [expr $clk_period * $clk_io_pct] -clock clk0 $non_clock_inputs
set_output_delay [expr $clk_period * $clk_io_pct] -clock clk0 [all_outputs]
==> impl_metrics.env <==
# yosys + openroad results
export IMPL_routed_wl_um=415
export IMPL_type_of_element_capturing_the_critical_path="output pin"
export IMPL_port_buffers=4
export IMPL_p_per_area_nw_per_um2=573
export IMPL_die_height_um=80
export IMPL_top_register="ctr"
export IMPL_layout_cells_most_common_list="4 x dfxtp_1, 4 x clkdlybuf4s50_1, 3 x clkbuf_4"
export IMPL_combPwrFrac=0.110
export IMPL_yosys_cell_types_count=16
export IMPL_worstPathMaxFanout=4
export IMPL_core_area_um2=3420
export IMPL_mux_area_frac=0
export IMPL_synthAoiAreaFrac=0.201
export IMPL_grt_antenna_before_repair=0
export IMPL_maximum_number_of_pins_on_one_net_before_global_route_repair=9
export IMPL_timing_clock_skew_ps=3.81
export IMPL_floorplan_initialDensity=0.0582
export IMPL_maxSlewHeadroom=0.848
export IMPL_hold_slack_ps=540
export IMPL_finalHoldViolations=0
export IMPL_tightest_slew_ps=227
export IMPL_first_iter_violations=2
export IMPL_syn_avg_cell_area_um2=9.47
export IMPL_power_share_sequential=0.425
export IMPL_ir_worst_vdd_v=0.000234
export IMPL_xor_area_frac=0
export IMPL_drive_above_1_share=0.214
export IMPL_finalWeightedCongestion=0.765
export IMPL_dp_cells=71
export IMPL_synthTopLogicFamily="simple AND/OR/NAND/NOR gates"
export IMPL_simple_gate_area_frac=0.396
export IMPL_setup_violations=0
export IMPL_fin_crit_ps=1980
export IMPL_power_report_internal_total_mw=0.144
export IMPL_place_detailed_hpwl_um=308
export IMPL_num_io_pins=5
export IMPL_cts_buffers_inserted=3
export IMPL_synthToLayoutAreaGrowth_pct=60.4
export IMPL_detail_route_wl_per_cell_um=5.61
export IMPL_fillCellCount=409
export IMPL_detailroute_via_count=182
export IMPL_netlist_instances=21
export IMPL_cts_setup_buffers=0
export IMPL_yosys_cells=21
export IMPL_setup_worst_path_class="reg -> out"
export IMPL_reg_top3="ctr x4"
export IMPL_synth_warnings=1
export IMPL_timing_critical_path_from_type="flip-flop"
export IMPL_maxSlewViolCount=0
export IMPL_max_cap_viol_count=0
export IMPL_min_delay_path_class="reg -> reg"
export IMPL_clockBufferDepth=2
export IMPL_detail_route_antenna_nets=0
export IMPL_critPathRequiredTime_ps=1840
export IMPL_viasPerCell=2.46
export IMPL_power_leakage_nw=0.0973
export IMPL_timing_final_crit_share=0.861
export IMPL_clock_insertion_delay_worst_skew_ps=230
export IMPL_yosysChipArea_um2=199
export IMPL_cts_hold_buffers=0
export IMPL_achievable_frequency_mhz=505
export IMPL_overflow=0
export IMPL_share_of_synthesized_cell_area_in_full_adder_half_adder_and_majority_cells=0
export IMPL_clock_sink_count=4
export IMPL_clockPowerShare=0.465
export IMPL_clk_pin_slew_ps=40
export IMPL_setup_repair_after_global_routing_missed_its_margin="no"
export IMPL_clock_tree_htree_level_count=1
export IMPL_fin_cells=74
export IMPL_cts_root_buffer_cell="clkbuf_4"
export IMPL_finalPower_mw=0.183
export IMPL_warnings=25
export IMPL_synth_seq_area_share=0.403
export IMPL_floorplan_die_area_um2=6400
export IMPL_timing_setup_tns_ps=0
export IMPL_run_status="finished, final reports clean"
export IMPL_grt_pass1_wl_um=807
export IMPL_drt_drc_violations_left=0
export IMPL_layout_core_utilization=0.0934
export IMPL_rows=21
export IMPL_netSwitchingFraction=0.212
export IMPL_post_cts_resized_instances=0
export IMPL_drtPass1Iterations=2
export IMPL_antenna_diode_count=0
export IMPL_largest_register_ffs=4
export IMPL_synth_ff_latch_count=4
export IMPL_dieWidth_um=80
export IMPL_grt_pass1_vias=196
export IMPL_cp_data_arrival_time_ps=1520
export IMPL_p_switching_mw=0.0387
export IMPL_cts_tree="done"
export IMPL_groute_usage_overall=0.0162
export IMPL_post_synth_instance_area_um2=199
==> critical path, cell delays in order, from the launching register on <==
cell             delay [ps]
dfxtp_1                 330
or4_4                   540
clkdlybuf4s50_1         420
==> metrics by stage <==
stage,setup slack [ps],area [µm²]
after global routing,259,319
after detailed placement,565,297
after floorplan,1020,199
final,320,319
after CTS,303,319
after global placement,548,297
==> power by group through the flow <==
stage         registers, mW  logic (mW)  clock network, mW
CTS                  0.0775      0.0203             0.0891
global route         0.0781      0.0228             0.0985
finish               0.0777      0.0201             0.0851
==> Yosys cell counts, drive strengths merged <==
library cell	instances	area share
dfxtp	4	0.40
a221o	2	0.11
nand2b	2	0.063
nor2	2	0.038
a21oi	1	0.025
a31oi	1	0.031
and2b	1	0.044
nand2	1	0.019
nand3b	1	0.038
nand4b	1	0.044
nor3	1	0.025
nor3b	1	0.038
o21bai	1	0.038
or2	1	0.031
or4	1	0.057
==> routing by layer <==
| layer | vias up | wire, µm | GRT usage |
|---|---|---|---|
| li1 | 96 | - | - |
| met1 | 78 | 201 | 0.0180 |
| met2 | 8 | 125 | 0.0185 |
| met3 | 0 | 88 | 0.0216 |
| met4 | 0 | 0 | 0.00176 |
| met5 | - | 0 | 0 |
==> kinds of logic after synthesis <==
group | count (synthesis)
DFF | 4
and+or+nand+nor | 12
AOI/OAI and AO/OA | 5
==> area by class of cell <==
cell class | instances | area (µm²) | share of cell area
Clock buffer | 3 | 22.5 | 0.0706
Tap cell | 46 | 57.6 | 0.180
Sequential cell | 4 | 80.1 | 0.251
Multi-Input combinational cell | 17 | 119 | 0.373
Timing Repair Buffer | 4 | 40.0 | 0.125
==> worst paths after layout <==
check | to | slack [ps] | depth (start not counted) | startpoint
max | s | 320 | 2 | ctr[3]
min | ctr[1] | 540 | 1 | ctr[1]
max reg2reg | ctr[0] | 1130 | 3 | ctr[3]
min reg2reg | ctr[1] | 540 | 1 | ctr[1]
Power is estimated from default activity; no workload was simulated.
