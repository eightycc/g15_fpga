==> flow/run.sh <==
#!/bin/bash
# OpenROAD 26Q1-2900-gdf79404cd8, Yosys 0.63+post, stock flow scripts
make -C /OpenROAD-flow-scripts/flow DESIGN_CONFIG=/design/flow/config.mk WORK_HOME=/design/flow/orfs finish
==> flow/config.mk <==
export PLATFORM = sky130hd
export DESIGN_NAME = timer
export DESIGN_NICKNAME = timer
export VERILOG_FILES = /design/flow/design.v
export SDC_FILE = /design/flow/constraint.sdc
export NUM_CORES = 4
export LEC_CHECK = 1
export CORE_AREA = 10 10 70 70
export DIE_AREA = 0 0 80 80
==> flow/constraint.sdc <==
current_design timer

set clk_period 3.3
set clk_io_pct 0.2

create_clock -name clk0 -period $clk_period [get_ports {clk}]

set non_clock_inputs [all_inputs -no_clocks]
set_input_delay [expr $clk_period * $clk_io_pct] -clock clk0 $non_clock_inputs
set_output_delay [expr $clk_period * $clk_io_pct] -clock clk0 [all_outputs]
==> flow/design.v <==
`timescale 1ns / 1ps
module timer #(
    parameter D = 108
) (
    input  logic clk,
    input  logic rst,
    output logic tick
);
    localparam W = $clog2(D-1);
    logic [W-1:0] ctr, next_ctr;
    always_ff @(posedge clk) begin
      if (rst) begin
        ctr <= D - 1;
      end else begin
        ctr <= next_ctr;
      end
    end
    always_comb begin
      next_ctr = (ctr == 0)? D - 1 : ctr - 1;
      tick = (ctr == 0)? 1 : 0;
    end
endmodule
==> results.yml <==
# physical design summary
clocking:
  cts_buffer_depth: 2
  cts_resized: 0
  cts_tree: "built"
  cts_buffers: 3
  clk_pin_slew_worst_paths_ps: 60
  ctsHoldBuffers: 0
  clk_latency_ps: 250
  cts_setup_buffers: 0
  cts.sinks: 7
  htreeDepth: 1
  ctsRootBufferMaster: "clkbuf_4"
detailed_routing:
  drt-total-wl_um: 535
  diodes: 0
  post_drt_wl_per_cell_um: 6.29
  drtIter0Drc: 5
  drc_errors: 0
  via_count: 260
  drt-pass1-iter-count: 6
  postRouteAntennaNets: 0
  vias_per_cell: 3.06
run:
  warnings: 26
  maxCapViolCount: 0
place:
  portBuffers: 2
  post-place-cells: 81
  hpwl_um: 379
  gp_congestion: 0.727
synth:
  mux_area_share_pct: 0
  post_synth_and_or_nand_nor_area_fraction_pct: 25.0
  logic_family: "simple AND/OR/NAND/NOR gates"
  top_area_share_pct: 45.9
  synthAdderAreaFrac_pct: 8.20
  syn_avg_cell_area_um2: 9.25
  ys_cells: 33
  netlist_area_um2: 305
  yosysChipArea_um2: 305
  ys_ff: 7
  yosys.area_share.aoi_pct: 8.61
  area_leaders: "dfxtp_1 (46%), ha_1 (8.2%), xnor2_1 (5.7%), nand2_1 (4.9%), inv_1 (3.7%)"
  ys_sh_xor_pct: 8.61
  synth_cell_types: 18
  yosys_warnings: 1
  top_area_cell: "dfxtp_1"
  ys_seq_share_pct: 45.9
  synth_cells: 33
final_timing:
  setup_viol: 0
  fin_setup_tns_ps: 0
  fmax_ghz: 0.389
  tightestPinTransition_ps: 611
  rsz0062_at_grt: "false"
  finalCritPeriodShare_pct: 77.9
  skew_ps: 6.19
  min_period_ps: 2570
  maxSlewViolCount: 0
  hold_viol: 0
  slew_headroom_pct: 58.9
hold_path:
  hold_path_class: "flip-flop to flip-flop"
floorplan:
  core_um2: 3420
  fp.dieW_um: 80
  io_pins: 3
  dieArea_um2: 6400
  die_h_um: 80
  rows: 21
  floorplan.core_util_pct: 8.94
grt:
  gr-usage-all-layers_pct: 1.72
  grt_busiest_layer: "met1"
  grt_pass1_wl_um: 910
  met3_usage_pct: 1.14
  overflow: 0
  grt_pass1_vias: 205
  met1_usage_pct: 2.28
  grt_use_met2_pct: 2.01
  antenna_found_initial: 0
  grt_max_degree: 6
setup_path:
  cp.required_ps: 2640
  critical_path_class: "flip-flop to primary output"
  end_kind: "primary output"
  arrival_ps: 1910
  cp-start-kind: "flip-flop"
  cp_max_fo: 4
power:
  totalPowerFinal_uw: 183
  p_leak_uw: 0.000154
  ir_drop_mv: 0.211
  p_per_area_nw_per_um2: 448
final_layout:
  areaGrowthSynthToFinish_pct: 34.0
  final_cells: 85
  largest_reg_flops: 7
  drive_above_1_share_pct: 10.3
  fill_cells: 399
  reg.largest.list: "ctr: 7 flops"
  lay_top_cells: "dfxtp_1 (7), nand2_1 (4), inv_1 (3), clkbuf_4 (3)"
  top_register: "ctr"
  layout_top_cell: "dfxtp_1"
run_status:
  outcome: "finished, final reports clean"
metrics by stage:
step | hold slack (ps) | util (%) | instance area, um^2 | worst slack (ps)
after floorplan | 370 | - | 305 | 1700
after global placement | 383 | 11.2 | 383 | 1080
after detailed placement | 386 | 11.2 | 383 | 1070
after CTS | 398 | 12.0 | 409 | 777
after global routing | 425 | 12.0 | 409 | 646
final | 395 | 12.0 | 409 | 728
worst max-delay path: stages (launching register included):
cell             delay, ps
dfxtp_1                330
nor4_1                 560
and3_1                 290
clkdlybuf4s50_1        480
kinds of logic (layout without fill, tap and decap cells):
kind of cell / Yosys count / count (layout)
AND-OR/OR-AND: 4 / 4
XOR/XNOR: 3 / 3
adder cells (fa/ha/maj): 2 / 2
buffers and inverters: 3 / 9
flip-flops: 7 / 7
AND/OR/NAND/NOR: 14 / 14
per-layer routing:
| metal | share of wire, % | up-vias |
|---|---|---|
| li1 | - | 128 |
| met1 | 48 | 118 |
| met2 | 36 | 12 |
| met3 | 11 | 2 |
| met4 | 5.0 | 0 |
| met5 | 0 | - |
power by group:
group          switching (uW)  internal, uW
Combinational            6.78          6.34
Sequential               3.21          88.7
Clock                    32.0          46.2
cell type report:
class	count	area (um^2)	area share [%]
Clock buffer	4	26.3	6.42
Timing Repair Buffer	2	20.0	4.89
Inverter	3	11.3	2.75
Multi-Input combinational cell	23	154	37.6
Sequential cell	7	140	34.3
Tap cell	46	57.6	14.1
final timing paths:
path | end | slack, ps | cells past startpoint | start
worst max-delay path | tick | 730 | 3 | ctr[4]$_SDFF_PP0_
worst min register to register | ctr[0]$_SDFF_PP1_ | 400 | 1 | ctr[0]$_SDFF_PP1_
worst max register to register | ctr[6]$_SDFF_PP1_ | 1930 | 3 | ctr[4]$_SDFF_PP0_
worst min-delay path | ctr[0]$_SDFF_PP1_ | 400 | 1 | ctr[0]$_SDFF_PP1_
synthesized netlist by cell type:
master / n
and3_1: 1
ha_1: 2
a22oi_1: 1
o31ai_1: 1
nor2_1: 2
xor2_1: 1
nand2_1: 4
or4_1: 1
nor4_1: 1
nor3_1: 2
a31oi_1: 1
dfxtp_1: 7
or3_4: 1
xnor2_1: 2
nor3b_1: 1
inv_1: 3
nand3_1: 1
o21ai_0: 1
Power and IR drop assume default switching activity.
